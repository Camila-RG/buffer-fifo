### ./config.mk
export PLATFORM = sky130hd
export DESIGN_NAME = uart_tx
export DESIGN_NICKNAME = uart_tx
export VERILOG_FILES = /design/flow/design.v
export SDC_FILE = /design/flow/constraint.sdc
export NUM_CORES = 4
export LEC_CHECK = 1
export CORE_AREA = 10 10 87 87
export DIE_AREA = 0 0 97 97
### ./constraint.sdc
current_design uart_tx

set clk_period 1.9
set clk_io_pct 0.2

create_clock -name clk0 -period $clk_period [get_ports {clk_in}]

set non_clock_inputs [all_inputs -no_clocks]
set_input_delay [expr $clk_period * $clk_io_pct] -clock clk0 $non_clock_inputs
set_output_delay [expr $clk_period * $clk_io_pct] -clock clk0 [all_outputs]
### ./design.v
module uart_tx #(
    parameter DATA_BITS = 8,
    parameter STOP_BITS = 1,
    parameter OVERSAMPLING = 16
)(
    input clk_in,
    input n_rst,
    input uart_en,
    input [DATA_BITS-1:0] data_in,
    output tx,
    output ready_out
);
localparam 
    idle  = 2'b00,
    start = 2'b01,
    data  = 2'b10,
    stop  = 2'b11;
reg tx_reg = 1'b1;
reg next_tx;
reg ready_reg, next_ready;
reg [DATA_BITS-1:0] data_reg, next_data;
reg [1:0] state, next_state;
reg [$clog2((OVERSAMPLING*2)-1)-1:0] clk_cnt, next_clk;
reg [2:0] bit_cnt, next_bit;
always @(posedge clk_in or negedge n_rst) begin
    if (~n_rst) begin
        state     <= idle;
        tx_reg    <= 1'b1;
        ready_reg <= 1'b0;
        data_reg  <= 0;
        clk_cnt   <= 0;
        bit_cnt   <= 0;
    end else begin
        state     <= next_state;
        tx_reg    <= next_tx;
        ready_reg <= next_ready;
        clk_cnt   <= next_clk;
        bit_cnt   <= next_bit;
        data_reg  <= next_data;
    end
end
always @(*) begin
    next_state = state;
    next_tx = tx_reg;
    next_ready = ready_reg;
    next_clk = clk_cnt;
    next_bit = bit_cnt;
    next_data = data_reg;
    case (state)
        idle: begin
            next_tx = 1'b1;
            next_ready = 1'b1;
            if (uart_en) begin
                next_data = data_in;
                next_clk = 0;
                next_state = start;
            end
        end
        start: begin
            next_ready = 1'b0;
            next_tx = 1'b0;  
            if (clk_cnt == OVERSAMPLING - 1) begin
                next_clk = 0;
                next_bit = 0;
                next_state = data;
            end else begin
                next_clk = clk_cnt + 1;
            end
        end
        data: begin
            next_tx = data_reg[0];
            if (clk_cnt == OVERSAMPLING - 1) begin
                next_clk = 0;
                next_data = data_reg >> 1;
                if (bit_cnt == DATA_BITS - 1) begin
                    next_state = stop;
                end else begin
                    next_bit = bit_cnt + 1;
                end
            end else begin
                next_clk = clk_cnt + 1;
            end
        end
        stop: begin
            next_tx = 1'b1;  
            if (clk_cnt == (OVERSAMPLING * STOP_BITS) - 1) begin
                next_state = idle;
            end else begin
                next_clk = clk_cnt + 1;
            end
        end
    endcase
end
assign tx = tx_reg;
assign ready_out = ready_reg;
endmodule
### ./run.sh
#!/bin/bash
# OpenROAD 26Q1-2900-gdf79404cd8, Yosys 0.63+post, stock flow scripts
make -C /OpenROAD-flow-scripts/flow DESIGN_CONFIG=/design/flow/config.mk WORK_HOME=/design/flow/orfs finish
==> changes_impl.md <==
### Changed

* Clock sinks at 22
* Hold buffers post-CTS at 0
* IO Port Bufs at 12
* Synth Flop Type: dfrtp_1
* Global Route Usage Sum at 5.38%
* Pin count of the biggest net entering global routing at 23
* Worst-path clk slew at 80 ps
* Ant. Diodes at 0
* Syn_area_per_cell at 10.2 um2
* Pwr/cell area at 1330 mW/mm2
* Number of flip-flops in the largest register at 8
* Final setup fails at 0
* Crit path depth at 5
* Layout cells sized above 1 at 15.3%
* DRC Markers at 0
* Core area at 0.00564 mm2
* Top cells by count, synth: dfrtp_1 (20), nand2_1 (15), o22ai_1 (14), a21oi_1 (10), a22o_1 (6)
* Top cells, area: dfrtp_1 (44%), o22ai_1 (7.7%), nand2_1 (5.0%), dfstp_2 (4.6%), a22o_1 (4.6%)
* Die area at 0.00941 mm2
* Peak VDD IR at 0.519 mV
* Flop-to-flop setup slack at 130 ps
* Initial drt markers at 57
* Tool warnings at 25
* Std cell rows at 27
* Reg2reg path depth at 5
* Critical Path Source Type: flop
* Top-count cell post-synth: dfrtp_1
* Die H at 97 um
* Synth async-reset ratio at 100%
* # resized after CTS at 0
* Clock Power Share at 17.5%
* P_int at 1.24 mW
* Cell Type Count at 34
* Top delay family on crit path: simple AND/OR/NAND/NOR gates
* Vias per cell at 4.60
* Final Skew at 1.59 ps
* Hpwl dp at 1850 um
* Io pins at 13
* Seq share, synth at 48.6%
* Worst R2R End: bit_cnt[0]$_DFFE_PN0P_
* Drt first pass iters at 5
* Fp util at 20.2%
* Placed Area at 0.00138 mm2
* Initial antenna violation count at 0
* TritonCTS clock tree: yes
* CP peak stage delay at 440 ps
* Setup CP Type: flop to flop
* Ys cells at 112
* # Post-CTS Setup Buffers at 0
* Largest area contributor in the netlist: dfrtp_1
* Max Freq at 566 MHz
* Setup TNS at 0 ps
* Late-Pin Clk Latency at 260 ps
* P_leak at 0.647 nW
* Fin crit share at 93.0%
* First-pass GRT wire length at 4460 um
* Routed WL at 2620 um
* Vias in the first global route at 953
* Die width at 97 um
* Via count at 933
* Sw power at 0.672 mW
* CTS Buffer Depth at 2
* Slew HR at 77.8%
* Net Sw Frac at 35.1%
* Sequential share of power at 43.6%
* FF+latch count, synth at 22
* Mapped Area at 0.00114 mm2
* RSZ-0062 raised after global routing: no
* Worst path buffer plus inverter count at 0
* Max-Cap Viols at 0
* Remaining Overflow, GRT at 0
* Inserted Clock Buffers at 3
* Worst-path fanout max at 5
* WP data required at 2050 ps
* Synth Instances at 112
* Crit path cell chain: ha_1 -> and4b_1 -> and2_1 -> mux2_2 -> a22o_1
* Post-DRT Antenna Nets at 0
* YS chip area at 0.00114 mm2
* FILL cells at 589
* WL/cell at 12.9 um
* Post-synth EDFFs at 0
* Combinational share of power at 38.9%
* Worst Hold Class: input pin to asynchronous set/reset pin
* Placer Congestion at 0.857
* Final Hold Fails at 0
* Crit end category: flop
* YS warnings at 1
* Slew @ Worst Pin at 334 ps
* CTS Root Cell: clkbuf_8
* Status: completed
* Area share, top type at 44.0%
* Min cycle time layout at 1770 ps
* Final Cell Area at 0.00144 mm2
* Final slew viol count at 0
* CTS H-Tree Depth at 1
* Worst EP arrival at 1920 ps
* R2R Path Start: clk_cnt[1]$_DFFE_PN0P_
* Area Growth Syn to Fin at 26.4%
* Slowest cell on crit path: dfrtp_1
==> stage by stage <==
step                setup slack, ps  power (mW)  cells  hold slack [ps]  util, %
floorplan                       170        1.32    112             84.4        -
global placement               68.2        1.58    199              477     24.5
detailed placement             57.3        1.59    199              480     24.5
CTS                             124        1.94    203              477     25.5
global route                   44.3        2.08    203              495     25.5
finish                          133        1.91    203              472     25.5
==> worst max-delay path by stage <==
stage | from | end | slack [ps]
global route | clk_cnt[1]$_DFFE_PN0P_ | data_reg[4]$_DFFE_PN0P_ | 40
CTS | clk_cnt[1]$_DFFE_PN0P_ | bit_cnt[0]$_DFFE_PN0P_ | 120
finish | clk_cnt[1]$_DFFE_PN0P_ | bit_cnt[0]$_DFFE_PN0P_ | 130
==> cell type report <==
class	count	area (um2)	share of cell area [%]
repair buffers	22	195	13.6
flip-flops and latches	22	553	38.5
inverters	3	11.3	0.783
well taps	72	90.1	6.27
clock buffers	4	55.1	3.83
multi-input cells	80	533	37.1
==> power by group through the flow <==
stage	Sequential, mW	Clock (mW)	Combinational, mW
4_1_cts	0.836	0.350	0.757
5_1_grt	0.872	0.366	0.841
6_report	0.833	0.335	0.744
==> worst register-to-register path: cells and delay by family (launching register included) <==
| kind | cells | cell delay [ps] |
|---|---|---|
| AND/OR/NAND/NOR | 2 | 490 |
| adder cells (fa/ha/maj) | 1 | 290 |
| multiplexers | 1 | 260 |
| AND-OR/OR-AND | 1 | 180 |
| flip-flops | 1 | 440 |
==> routing by layer <==
metal,share of wire (%),GRT usage (%)
met1,51,7.71
met2,43,8.18
met3,5.7,1.58
met4,0.53,0.338
met5,0,0
==> logic make-up after synthesis <==
family                   synth area share [%]
multiplexers                            0.990
flip-flops                               48.6
adder cells (fa/ha/maj)                  4.40
AND/OR/NAND/NOR                          16.3
AND-OR/OR-AND                            25.2
buffers and inverters                    4.51
==> cell usage in the layout (no fill, tap or decap), types with 2 or more instances in the layout <==
| cell type | Yosys | layout |
|---|---|---|
| dfrtp_1 | 20 | 20 |
| nand2_1 | 15 | 15 |
| o22ai_1 | 14 | 14 |
| clkdlybuf4s50_1 | 0 | 12 |
| a21oi_1 | 10 | 10 |
| buf_4 | 1 | 10 |
| a22o_1 | 6 | 6 |
| o21ai_1 | 4 | 4 |
| ha_1 | 4 | 4 |
| clkbuf_8 | 0 | 4 |
| inv_1 | 3 | 3 |
| nor2_1 | 3 | 3 |
| nand3_1 | 2 | 2 |
| nand4_1 | 2 | 2 |
| o2bb2ai_1 | 2 | 2 |
| a221o_1 | 2 | 2 |
| dfstp_2 | 2 | 2 |
Power and IR drop assume default switching activity.
