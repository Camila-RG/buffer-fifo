[/design/flow/run.sh]
#!/bin/bash
# OpenROAD 26Q1-2900-gdf79404cd8, Yosys 0.63+post, stock flow scripts
make -C /OpenROAD-flow-scripts/flow DESIGN_CONFIG=/design/flow/config.mk WORK_HOME=/design/flow/orfs finish
[/design/flow/design.v]
module sync_fifo #(
    parameter DATA_BITS = 8,
    parameter ADDRESS_BITS = 10
)(
    input clk_in,
    input n_rst,
    input wr_en,
    input rd_en,
    input [DATA_BITS-1:0] wr_data_in,
    output empty,
    output full,
    output [DATA_BITS-1:0] rd_data_out
);
reg [ADDRESS_BITS-1:0] wr_ptr, next_wr_ptr;
reg [ADDRESS_BITS-1:0] rd_ptr, next_rd_ptr;
reg [DATA_BITS-1:0] data_reg [0:2**ADDRESS_BITS-1];
reg empty_reg, next_empty;
reg full_reg, next_full;
always @(posedge clk_in or negedge n_rst) begin
    if (~n_rst) begin
        wr_ptr <= 0;
        rd_ptr <= 0;
        empty_reg <= 1'b1;
        full_reg <= 1'b0;
    end else begin
        wr_ptr <= next_wr_ptr;
        rd_ptr <= next_rd_ptr;
        empty_reg <= next_empty;
        full_reg <= next_full;
    end
end
always @(*) begin
    next_wr_ptr = wr_ptr;
    next_rd_ptr = rd_ptr;
    next_empty = empty_reg;
    next_full = full_reg;
    case ({rd_en, wr_en})
        2'b01: begin  
            if (~full_reg) begin
                next_wr_ptr = wr_ptr + 1;
                next_empty = 1'b0;
                if (next_wr_ptr == rd_ptr)
                    next_full = 1'b1;
            end
        end
        2'b10: begin  
            if (~empty_reg) begin
                next_rd_ptr = rd_ptr + 1;
                next_full = 1'b0;
                if (next_rd_ptr == wr_ptr)
                    next_empty = 1'b1;
            end
        end
        2'b11: begin  
            next_wr_ptr = wr_ptr + 1;
            next_rd_ptr = rd_ptr + 1;
        end
    endcase
end
always @(posedge clk_in) begin
    if (~full_reg & wr_en)
        data_reg[wr_ptr] <= wr_data_in;
end
assign rd_data_out = data_reg[rd_ptr];
assign empty = empty_reg;
assign full = full_reg;
endmodule
[/design/flow/constraint.sdc]
current_design sync_fifo

set clk_period 531.8
set clk_io_pct 0.2

create_clock -name clk0 -period $clk_period [get_ports {clk_in}]

set non_clock_inputs [all_inputs -no_clocks]
set_input_delay [expr $clk_period * $clk_io_pct] -clock clk0 $non_clock_inputs
set_output_delay [expr $clk_period * $clk_io_pct] -clock clk0 [all_outputs]
[/design/flow/config.mk]
export PLATFORM = sky130hd
export DESIGN_NAME = sync_fifo
export DESIGN_NICKNAME = sync_fifo
export VERILOG_FILES = /design/flow/design.v
export SDC_FILE = /design/flow/constraint.sdc
export NUM_CORES = 4
export LEC_CHECK = 1
export CORE_UTILIZATION = 50
export SYNTH_MEMORY_MAX_BITS = 65536
==> Slide: Implementation Results <==
Key Metrics from the Run

Run status
  – Status: complete, but fails checks
  – Violated checks: antenna rules

Setup path
  – CP endpoint kind: output pin
  – Cells along the critical path: buf_4 -> buf_4 -> buf_4 -> buf_4 -> buf_4 -> buf_4 -> buf_4 -> mux4_2 -> mux2_2 -> nand2_1 -> o21ai_0 -> buf_4 -> a2111oi_2 -> a311oi_1 -> o211ai_1 -> buf_4 -> a2111oi_4 -> buf_4 -> clkdlybuf4s50_1
  – Slowest-stage cell, CP: a311oi_1
  – WP data arrival: just over 10 ns
  – Most frequent CP cell: buf_4
  – Startpoint types: register
  – FF-to-FF End: empty_reg
  – Req. time, crit path: around 430 ns
  – R2R depth: 12
  – R2r startpoint: rd_ptr[2]
  – CP top delay family: buffers and inverters
  – CP max FO: 39
  – WP buf/inv: 11
  – Reg2Reg Setup Slack: around 530 ns
  – Critical path type: register to output pin
  – CP peak stage delay: around 0.84 ns

Global route
  – Antenna violations before repair: slightly above 100
  – Largest net degree at the start of global routing: 135
  – Gr ovfl total: 0
  – Total GRT Usage: 0.3488
  – Number of global-route vias before repair: between 150k and 200k
  – Global-route wire length before repair: 1378 mm

Clock tree
  – Clock buffer depth: 4
  – Total CTS buffers: ~820
  – Clk root buf: clkbuf_16
  – Number of post-CTS setup repair buffers: 0
  – Hold-fix buffer count after cts: 0
  – Worst-path clk slew: 0.06 ns
  – CTS Sinks: 8214
  – CTS tree: yes
  – Worst skew pair latency: about 1.2 ns
  – Post-cts resize count: 0
  – H-tree depth: 6

Cells and area
  – Most numerous logic cells after layout: 8192 x edfxtp_1, 1353 x mux4_2, 1268 x mux2i_1
  – Layout Cells excl Fill: 25970
  – Layout cells sized above 1: 0.2072
  – Commonest Layout Cell: edfxtp_1
  – P&R area growth vs syn: 11.55%
  – Max FFs per register: a little over 8000

Final timing
  – Achievable frequency: 0.008567 GHz
  – Final Slew Violations: 0
  – Worst relative slew slack: 0.04766
  – Final Hold Fails: 0
  – Actual slew at the worst max-slew pin: 1.415 ns
  – RSZ-0062 raised after global routing: no
  – Endpoints failing setup: 0
  – Hold slack final: between 0.5 and 0.6 ns
  – Setup tns final: 0 ns
  – Fin crit share: 0.2195
  – Clock Skews: between 0.05 and 0.06 ns
  – Final Critical Period: between 100 and 150 ns

Synthesis
  – Synth Warn #: 1
  – Yosys stat area: around 320000 sq um
  – Netlist Area Pre-Place: ~320000 sq um
  – Post-synth EDFFs: just over 8000
  – Sequential fraction of the synthesis area: 0.7625
  – Async SR Flop Fraction: 0.002678
  – Synthesized registers: a little over 8000
  – Yosys Instances: approximately 16000
  – Commonest flop: edfxtp_1
  – Syn avg cell area: about 21 sq um
  – Synthesized instance count: 15770
  – Cell Type Count: between 90 and 100

Floorplanning
  – Die Height: between 800 and 900 um
  – Width of the die: around 800 um
  – FP Util: 0.5015
  – Total die size: 649900 sq um
  – Total core area: 644800 sq um
  – Top Ports: 22
  – # rows: a little under 300

Hold path
  – Hold depth: 2
  – Hold Crit Endpoint: empty_reg
  – Min-Delay Path Class: register to register
  – Hold path start: empty_reg

Routing
  – Via count: between 150k and 200k
  – Avg Vias per Cell: ~6.3
  – Detailed Route Iter0 Violations: 12160
  – TritonRoute pass-1 iters: 6
  – Post-route DRC: 0
  – Routed WL: 998.6 mm
  – WL/cell: between 30 and 40 um
  – Detail Route Antenna Nets: 1

Place
  – RePlAce Congestion: 0.9302
  – Placed Cells: 24300
  – Post-DP HPWL: around 630 mm
  – IO buf count: 21

Power and ir drop
  – Tot Pwr: approximately 1.9 mW
  – Switch Pwr: approximately 650 uW
  – Switching share of power: 0.3443
  – VDD IR-drop max: about 0.0000041 V
  – Cell Pwr Density: 5.196 nW/um^2
  – P_leak: 114.6 nW
  – Internal: between 1 and 1.5 mW
  – Clock share of power: 0.296
  – Sequential power share: 0.384
  – Gate power share: 0.320

Flow run
  – OpenROAD warning count: 67
  – # Max-Cap Violations: 0
==> synth_stat cells, types with 20 or more instances <==
| cell | n | area (sq um) |
|---|---|---|
| a211oi_1 | 40 | 300.3 |
| a21oi_1 | 362 | 1812 |
| a221oi_1 | 37 | 324.1 |
| a22o_1 | 20 | 175.2 |
| a22oi_1 | 75 | 563.0 |
| a31oi_1 | 42 | 262.8 |
| and2_1 | 55 | 344.1 |
| buf_1 | 84 | 315.3 |
| buf_12 | 45 | 900.9 |
| buf_2 | 215 | 1076 |
| buf_4 | 59 | 442.9 |
| buf_6 | 124 | 1396 |
| buf_8 | 101 | 1516 |
| clkbuf_1 | 350 | 1314 |
| clkbuf_4 | 20 | 150.1 |
| clkbuf_8 | 51 | 701.9 |
| dfrtp_1 | 21 | 525.5 |
| edfxtp_1 | 8192 | 246000 |
| mux2i_1 | 1268 | 12690 |
| mux4_1 | 194 | 5097 |
| mux4_2 | 1353 | 30470 |
| nand2_1 | 262 | 983.4 |
| nand3_1 | 98 | 490.5 |
| nand4_1 | 21 | 131.4 |
| nor2_1 | 1182 | 4437 |
| nor3_1 | 144 | 720.7 |
| nor4_1 | 36 | 225.2 |
| o21ai_0 | 160 | 800.8 |
| o221ai_1 | 468 | 4099 |
| o22ai_1 | 324 | 2027 |
| xnor2_1 | 29 | 254.0 |
==> per-stage QoR <==
stage               instance area, sq um    util  setup slack (ns)
finish                            360700  0.5594            415.07
global route                      360400  0.5589            414.74
CTS                               360200  0.5587            414.88
detailed placement                334700  0.5191            416.18
global placement                  334700  0.5190            416.13
floorplan                         323400       -            422.79
==> kinds of logic (layout without fill, tap and decap cells) <==
kind of cell / Yosys count / after routing / synth area share
buffers and inverters: 1064 / 2467 / 0.02438
and+or+nand+nor: 1885 / 1885 / 0.02453
adders and majority gates: 6 / 6 / 0.0002322
DFF: 8214 / 8214 / 0.7625
muxes: 2832 / 2832 / 0.1498
other: 0 / 186 / 0
AOI/OAI and AO/OA: 1723 / 1723 / 0.03740
xor gates and xnor gates: 42 / 42 / 0.001138
==> power groups by stage <==
stage	Sequential (mW)	Combinational (mW)	Clock [mW]
CTS	0.719	0.592	0.562
global route	0.719	0.623	0.586
finish	0.719	0.600	0.555
==> worst min-delay path, delay by kind of cell, from the launching register on <==
family         cells  cell delay [ns]
AND-OR/OR-AND      2             0.15
flip-flops         1             0.39
==> routing by layer <==
layer / share of wire / up-vias / global-route usage / wire length [um]
met5: 0.0032 / - / 0.05970 / 3165
li1: - / 67680 / - / -
met1: 0.29 / 83530 / 0.4173 / 291700
met4: 0.054 / 119 / 0.1482 / 53690
met3: 0.20 / 2070 / 0.2992 / 202000
met2: 0.45 / 11280 / 0.4634 / 448000
==> worst max-delay path by stage <==
| stage | from | end | slack, ns | cells after the start |
|---|---|---|---|---|
| CTS | rd_ptr[0] | rd_data_out[4] | 414.88 | 19 |
| global route | rd_ptr[0] | rd_data_out[4] | 414.74 | 19 |
| finish | rd_ptr[0] | rd_data_out[4] | 415.07 | 19 |
==> layout make-up <==
| cell class | count | area, sq um |
|---|---|---|
| Inverter | 12 | 72.57 |
| Clock buffer | 1035 | 21260 |
| Antenna cell | 186 | 465.4 |
| Clock inverter | 445 | 4227 |
| Timing Repair Buffer | 975 | 7707 |
| Fill cell | 47250 | 284100 |
| Multi-Input combinational cell | 6488 | 69620 |
| Sequential cell | 8214 | 246600 |
| Tap cell | 8613 | 10780 |
No activity file was given, so power comes from the tool's default toggle rates.
