===== flow/design.v =====
module uart_rx #(
    parameter DATA_BITS = 8,
    parameter STOP_BITS = 1,
    parameter OVERSAMPLING = 16
)(
    input clk_in,
    input n_rst,
    input rx,
    output ready_out,
    output valid_out,
    output [DATA_BITS-1:0] data_out
);
localparam 
    idle  = 2'b00,
    start = 2'b01,
    data  = 2'b10,
    stop  = 2'b11;
reg ready_reg, next_ready;
reg valid_reg, next_valid;
reg [DATA_BITS-1:0] data_reg, next_data;
reg [1:0] state, next_state;
reg [$clog2((OVERSAMPLING*2)-1)-1:0] clk_cnt, next_clk;
reg [2:0] bit_cnt, next_bit;
always @(posedge clk_in or negedge n_rst) begin
    if (~n_rst) begin
        state      <= idle;
        valid_reg  <= 1'b0;
        ready_reg  <= 1'b0;
        data_reg   <= 0;
        clk_cnt    <= 0;
        bit_cnt    <= 0;
    end else begin
        state      <= next_state;
        ready_reg  <= next_ready;
        valid_reg  <= next_valid;
        clk_cnt    <= next_clk;
        bit_cnt    <= next_bit;
        data_reg   <= next_data;
    end
end
always @(*) begin
    next_state = state;
    next_ready = ready_reg;
    next_valid = valid_reg;
    next_clk = clk_cnt;
    next_bit = bit_cnt;
    next_data = data_reg;
    case (state)
        idle: begin
            next_ready = 1'b1;
            if (~rx) begin
                next_clk = 0;
                next_state = start;
            end
        end
        start: begin
            next_ready = 1'b0;
            if (clk_cnt == (OVERSAMPLING/2) - 1) begin
                next_clk = 0;
                if (~rx) begin
                    next_bit = 0;
                    next_state = data;
                end else begin
                    next_state = idle;
                end
            end else begin
                next_clk = clk_cnt + 1;
            end
        end
        data: begin
            if (clk_cnt == OVERSAMPLING - 1) begin
                next_clk = 0;
                next_data = {rx, data_reg[DATA_BITS-1:1]};
                if (bit_cnt == DATA_BITS - 1) begin
                    next_valid = 1'b1;
                    next_state = stop;
                end else begin
                    next_bit = bit_cnt + 1;
                end
            end else begin
                next_clk = clk_cnt + 1;
            end
        end
        stop: begin
            next_valid = 1'b0;
            if (clk_cnt == (OVERSAMPLING * STOP_BITS) - 1) begin
                next_state = idle;
            end else begin
                next_clk = clk_cnt + 1;
            end
        end
    endcase
end
assign data_out = data_reg;
assign valid_out = valid_reg;
assign ready_out = ready_reg;
endmodule

===== flow/run.sh =====
#!/bin/bash
# OpenROAD 26Q1-2900-gdf79404cd8, Yosys 0.63+post, stock flow scripts
make -C /OpenROAD-flow-scripts/flow DESIGN_CONFIG=/design/flow/config.mk WORK_HOME=/design/flow/orfs finish

===== flow/config.mk =====
export PLATFORM = sky130hd
export DESIGN_NAME = uart_rx
export DESIGN_NICKNAME = uart_rx
export VERILOG_FILES = /design/flow/design.v
export SDC_FILE = /design/flow/constraint.sdc
export NUM_CORES = 4
export LEC_CHECK = 1
export CORE_AREA = 10 10 95 95
export DIE_AREA = 0 0 105 105

===== flow/constraint.sdc =====
current_design uart_rx

set clk_period 2.1
set clk_io_pct 0.2

create_clock -name clk0 -period $clk_period [get_ports {clk_in}]

set non_clock_inputs [all_inputs -no_clocks]
set_input_delay [expr $clk_period * $clk_io_pct] -clock clk0 $non_clock_inputs
set_output_delay [expr $clk_period * $clk_io_pct] -clock clk0 [all_outputs]

==> summary.txt <==
impl run done, here's what came out: status completed, Most Frequent Cell on Critical Path ha_1, setup bufs post-CTS 0, CTS tree done, Period minus WS final 1980 ps, Clock Path Buffers 2, Final Max Slew Viols 0, detailed-route wire length per cell 10.85 microns, cell taking the most area after synthesis dfrtp_1, final hold violations 0, PostCTS Resize Cnt 0, top cells, area dfrtp_1 47%, mux2_2 8.1%, ha_1 6.7%, static leakage 0.6265 nW, Yosys warning total 1, Mapped Area 0.001112 sq mm, final WL 2236 microns, Post-Syn Area per Cell 11.83 sq um, Synth flops 22, crit path DAT 2140 ps, chip footprint 0.01103 sq mm, Hold Slack 508.5 ps, ys async rst share 1.000, die width 105 microns, sequential element share of the synthesized area 0.4961, Init Core Util 0.1611, Slew headroom 0.7231, largest stage delay on the critical path 410 ps, pwr/cell area 1406 mW/mm^2, Setup violations, final 0, maximum clock rate 505.0 MHz, via count 763, Worst Setup End Kind flop, clk ins delay skew pair 270 ps, worst-path cell chain ha_1 > and3_2 > ha_1 > inv_1 > nand2_1 > nand3_4 > mux2_2, Critical Path Source Type flop, GR Util met2 0.05383, RSZ-0062 raised after global routing no, first-pass GRT wire length 3732 microns, clk root buf clkbuf_8, CTS H-tree depth 1, Cell Rows 30, gr usage total 0.03918, routability congestion estimate from global placement 0.8562, Reg clk slew, reported paths 80 ps, DP Wirelength 1525 microns, Vias/cell 3.704, initial antenna violation count 0, Layout area overhead 29.36%, tool warnings 27, Slew @ Worst Pin 415.4 ps, met3 usage 0.01429, peak supply drop 0.0006072 V, Die H 105 microns, worst hold path class reg -> reg, Ports 13, Final Non-Filler Cells 206, post-route ant nets 0, number of cells in Yosys stat 94, Port Buf Inserts 12, total placed cells including tap cells 202, CP max stage cell dfrtp_1, CP max FO 8, Layout fillers 756, Num CTS Buffers 3, Critical Path RT 2260 ps, Fin Setup TNS 0 ps, maxcap violations 0, Area leader share 0.4724, layout cells sized above 1 0.2364, main flop type dfrtp_1, largest net degree at the start of global routing 23, flip-flops with a built-in enable 0, hold bufs inserted after CTS 0, Setup CP Type reg -> reg, Distinct cells, synth 37, Tcrit/Tclk final 0.9429, Most Crowded Layer GR met1, max reg flops 8, Sink Count 22, vias in the first global route 760, Cells after Synth 94, drt first pass iters 4, Core Area 0.006907 sq mm, clock skew 1.224 ps, initial DRC count 45, GR Overflow Total 0, # DRC 0, GR met1 Demand/Resource 0.05813, ANT cells 0, Yosys Chip Area 0.001112 sq mm
[area by class of cell]
| cell class | count | area (sq um) | area share |
|---|---|---|---|
| clock buffer | 3 | 41.29 | 0.02870 |
| clock inverter | 1 | 30.03 | 0.02087 |
| inverter | 9 | 33.78 | 0.02348 |
| multi-input combinational | 61 | 526.8 | 0.3661 |
| sequential | 22 | 551.8 | 0.3835 |
| tap | 96 | 120.1 | 0.08348 |
| timing repair buffer | 14 | 135.1 | 0.09391 |
[stage by stage]
stage	worst slack [ps]	instance area (sq um)	util	power [mW]
after detailed placement	154.2	1355	0.1962	1.608
after global placement	175.6	1355	0.1962	1.597
after global routing	7.447	1439	0.2083	2.179
after floorplan	300.7	1112	-	1.323
final	119.9	1439	0.2083	2.023
after CTS	104.0	1426	0.2065	2.031
[report_power, final]
| group | switching (mW) | internal [mW] | total, mW |
|---|---|---|---|
| logic | 0.326 | 0.494 | 0.821 |
| registers | 0.193 | 0.607 | 0.800 |
| clock network | 0.147 | 0.255 | 0.402 |
[cells in the final DEF, fill, tap and decap left out, types with 2 or more instances in the layout]
cell type / instances
dfrtp_1: 21
o21ai_0: 3
nor2_1: 2
mux2i_1: 2
clkdlybuf4s50_1: 12
o21ai_1: 4
ha_1: 6
inv_1: 8
nand2_1: 9
mux2_2: 8
mux2_1: 2
buf_4: 2
nand3_1: 2
clkbuf_8: 3
[Yosys cell counts (2+ instances only)]
library cell  count
ha_1              6
dfrtp_1          21
inv_1             8
nor2_1            2
o21ai_1           4
nand2_1           9
mux2i_1           2
mux2_2            8
nand3_2           2
o21ai_0           3
nand3_1           2
mux2_1            2
[critical path, delay by kind of cell, from the launching register on]
family                     cells  cell delay, ps
adders and majority gates      2             500
and+or+nand+nor                3             490
DFF                            1             410
muxes                          1             350
buffers and inverters          1             120
[cells by family (layout without fill, tap and decap cells)]
group,Yosys count,after routing,synth area share
mux,13,13,0.1327
compound gates,18,18,0.1260
simple gates,24,24,0.1361
flops,22,22,0.4961
fa+ha+maj,6,6,0.06749
buf+inv,11,27,0.04162
[final timing paths]
path	depth (start not counted)	slack [ps]	startpoint	to
max	7	120	clk_cnt[0]$_DFFE_PN0P_	data_reg[5]$_DFFE_PN0P_
min	1	510	valid_reg$_DFFE_PN0P_	valid_reg$_DFFE_PN0P_
max reg2reg	7	120	clk_cnt[0]$_DFFE_PN0P_	data_reg[5]$_DFFE_PN0P_
min reg2reg	1	510	valid_reg$_DFFE_PN0P_	valid_reg$_DFFE_PN0P_
max in group asynchronous	2	1300	n_rst	state[0]$_DFF_PN1_
min in group asynchronous	2	520	n_rst	bit_cnt[0]$_DFFE_PN0P_
[layer usage]
| layer | vias to the layer above | wire length, microns |
|---|---|---|
| met1 | 379 | 1132 |
| met3 | 2 | 144 |
| li1 | 366 | - |
| met2 | 16 | 944 |
| met4 | 0 | 15 |
| met5 | - | 0 |
Power is estimated from default activity; no workload was simulated.
